$ cat config.mk
export PLATFORM = sky130hd
export DESIGN_NAME = PgmCtr
export DESIGN_NICKNAME = PgmCtr
export VERILOG_FILES = /design/flow/design.v
export SDC_FILE = /design/flow/constraint.sdc
export NUM_CORES = 4
export LEC_CHECK = 1
export CORE_AREA = 10 10 70 70
export DIE_AREA = 0 0 80 80
$ cat constraint.sdc
current_design PgmCtr

set clk_period 2.1
set clk_io_pct 0.2

create_clock -name clk0 -period $clk_period [get_ports {CLK}]

set non_clock_inputs [all_inputs -no_clocks]
set_input_delay [expr $clk_period * $clk_io_pct] -clock clk0 $non_clock_inputs
set_output_delay [expr $clk_period * $clk_io_pct] -clock clk0 [all_outputs]
$ cat design.v
module PgmCtr (
    input init, CLK,
    output logic halt,
    output logic [9:0] PC
);
always  @(posedge CLK)
    if (init) begin
        PC <= 0;
    end
    else begin
            PC <= PC + 1;   
    end
endmodule
$ cat run.sh
#!/bin/bash
# OpenROAD 26Q1-2900-gdf79404cd8, Yosys 0.63+post, stock flow scripts
make -C /OpenROAD-flow-scripts/flow DESIGN_CONFIG=/design/flow/config.mk WORK_HOME=/design/flow/orfs finish
==> run notes <==
Notes on the physical design

The run finished with clean final reports. On the critical path the data arrives at 1260 ps. The layout report lists the combined flip-flop and latch area as 200.2 µm². For this design the static power due to leakage is 0.0001923 µW.

The number of gates resized after CTS was 0. The data required time of the critical path is 1680 ps. The number of warnings reported in the yosys synthesis log is 2. Dividing total power by cell area gives a power density of 641.0 nW/µm². The warning total across the stage logs is 25. The largest incremental delay on the critical path is 540 ps. From the final report, the count of setup violators was given as 0.

For this run, the script counts the antenna cells in the layout as 0. Sorting the synthesized cells by how often they occur yields sky130_fd_sc_hd__dfxtp_1, sky130_fd_sc_hd__nor2_1, sky130_fd_sc_hd__a21oi_1. The run reported a max-capacitance violation count of 0.

Setup repair after global routing left no endpoint under its margin. The library cell contributing the largest single delay on the critical path is sky130_fd_sc_hd__clkdlybuf4s50_1. Between the synthesized netlist and the finished layout, the area growth was recorded as 45.56%.

The final critical path takes up 79.84% of the cycle. The first-pass GRT wire length is 1690 µm. For reference, XOR and XNOR gates occupy 6.213% of the area reported after synthesis.

Summing every instance area after synthesis gives 422.9 µm². The total track usage is 3.371%. The path type of the worst setup path is flip-flop to primary output. The endpoint of the worst-slack reg-to-reg timing path is PC[6]$_SDFF_PP0_. For this run, the register share of the synthesized area comes to 47.34%. Counting flops per register, the top entry is PC.

The clock tree from TritonCTS is yes. CTS saw 10 sinks. The share of synthesized area spent on multiplexers is 2.663%. The area of the placeable core is 3416 µm². The post-route standard cell area excluding fillers is 615.6 µm². The total wirelength of the detailed-routed design is 1031 µm. The number of vias per cell after detailed routing is 3.472. The clock transition at the registers of the reported paths is 70 ps. The buffer levels on the longest clock path is 2. The script logs the mean routed wire length per placed instance as 9.726 µm. The remaining global-route overflow is 0. Per the timing report, the biggest fanout along the worst path comes to 6.

The count of final hold-check violations is 0. In this run, the synthesized area fraction spent on and/or/nand/nor cells is recorded as 25.74%. The via count of the first global-routing pass is 360.

After layout, the setup clock skew is reported as 8.792 ps. The congestion estimate from routability-driven global placement came to 0.7635. Input and output buffers added on the ports amount to 11. The tightest hold path in the finished design has a slack of 489.9 ps.

For reference, the top cells by area after synthesis are sky130_fd_sc_hd__dfxtp_1, sky130_fd_sc_hd__nor2_1, sky130_fd_sc_hd__a21oi_1, sky130_fd_sc_hd__xor2_1, sky130_fd_sc_hd__nand3_1. The flip-flop count of the largest register after layout is 10. The report gives the cell count of the worst hold path as 1. The most frequently used cell type in the post-synthesis netlist is sky130_fd_sc_hd__dfxtp_1. In the final layout, the fill cell count is 394. The main kind of combinational logic by area is simple AND/OR/NAND/NOR gates. Per the post-synthesis stats, the area per cell is 8.998 µm². The number of cell rows is 21.

The cell count listed in synth_stat.txt is 47. From left edge to right edge, the die measures 80 µm. Counting both buffers and inverters, the worst setup path holds a total of 1. The later pin in the worst-skew pair is clocked with a latency of 260 ps. The AND-OR/OR-AND share of the synthesized area is 10.65%. After detailed routing, the number of remaining DRC violations is 0. The initial DRC count is 9. Per the synthesis report, the dominant area consumer among library cells is sky130_fd_sc_hd__dfxtp_1. The flop and latch count out of synthesis is 10.

The minimum setup slack in the final design is 423.4 ps. The number of cells traversed by the worst register-to-register path is 4. The category of the worst setup path capture point is a primary output. The detailed placer's ending HPWL is 770.8 µm.

Per the CTS log, the maximum H-tree level is 1. The maximum VDD drop is 0.0001216 V. The portion of synthesized cell area occupied by the leading cell type is 47.34%. The synthesis report names the predominant flop master as sky130_fd_sc_hd__dfxtp_1.

The final route contains 368 vias. The max-slew violation count is 0. In this run the remaining antenna-violating nets after routing total 0. The startpoint kind of the worst setup timing path is a flip-flop.

On the critical path the largest part of the delay comes from buffers and inverters. The count of different cell masters after synthesis is 21. The register-to-register setup slack is 730 ps.

The chip footprint is 6400 µm². Traced cell by cell, the critical path runs through clkdlybuf4s50_1. Counting flops with a built-in enable in the synthesized netlist gives 0.

The cell-mix breakdown from Yosys lists the adder-cell area share as 2.959%. Measured along the y axis, the die boundary spans 80 µm. Post-CTS timing repair inserted 0 buffers for setup. The placement-stage cell area is 579.3 µm².

The maximum number of pins on one net before global-route repair is 12. The registers reported with the highest flop counts are PC: 10 flops. For the final routed database, the setup TNS stands at 0 ps. The area taken by multi-input combinational cells is reported as 207.7 µm².

Note that the worst hold path type here is flip-flop to flip-flop. The synthesized instance count is 47. The final period demand of the worst path is 1677 ps. The initial antenna violation count is 0. STA on the placed design reports a worst setup slack of 499.2 ps. For this run, asynchronously set or reset flops after synthesis account for 0%. 13 I/O pins were placed. The CTS root buffer is sky130_fd_sc_hd__clkbuf_4. For the worst min-delay path, the startpoint reported by OpenROAD is PC[0]$_SDFF_PP0_. Static timing analysis puts the maximum clock frequency at 596.4 MHz. After synthesis, the chip area reported by Yosys is 422.9 µm².

At the floorplan stage, the core utilization is reported as 12.38%. The number of iterations in the first detailed-routing pass is 4. The number of hold buffers added after CTS was 0. The worst hold path terminates at PC[0]$_SDFF_PP0_.

The layout cell share with drive strength beyond 1 is 11.67%. The origin of the critical flop-to-flop path is PC[0]$_SDFF_PP0_. The clock buffer count from CTS is 3.
power by group:
group | switching [µW] | total, µW | internal, µW
clock network | 65.2 | 170 | 105
registers | 6.65 | 201 | 195
logic | 9.11 | 23.1 | 14.0
layout by cell type (no fill, tap or decap), types with 2 or more instances in the layout:
| master | Yosys | layout |
|---|---|---|
| sky130_fd_sc_hd__nor2_1 | 6 | 6 |
| sky130_fd_sc_hd__xor2_1 | 2 | 2 |
| sky130_fd_sc_hd__a21oi_1 | 4 | 4 |
| sky130_fd_sc_hd__nor2b_1 | 2 | 2 |
| sky130_fd_sc_hd__nand2_1 | 2 | 2 |
| sky130_fd_sc_hd__o21ai_0 | 2 | 2 |
| sky130_fd_sc_hd__nand4_1 | 2 | 2 |
| sky130_fd_sc_hd__dfxtp_1 | 10 | 10 |
| sky130_fd_sc_hd__or4_1 | 2 | 2 |
| sky130_fd_sc_hd__nand3_1 | 3 | 3 |
| sky130_fd_sc_hd__clkdlybuf4s50_1 | 0 | 11 |
| sky130_fd_sc_hd__clkbuf_4 | 0 | 3 |
| sky130_fd_sc_hd__o31ai_1 | 2 | 2 |
per-layer routing:
layer  vias up  GRT usage, %  routed length, µm
met2        13         3.612                333
li1        190             -                  -
met5         -             0                  0
met4         0        0.3521                  0
met1       165         4.573                507
met3         0         3.409                190
cell families (layout without fill, tap and decap cells):
| kind of cell | after synthesis | count (layout) |
|---|---|---|
| compound gates | 8 | 8 |
| xor+xnor | 3 | 3 |
| fa+ha+maj | 1 | 1 |
| buf+inv | 3 | 16 |
| flops | 10 | 10 |
| mux | 1 | 1 |
| other cells | 1 | 1 |
| simple gates | 20 | 20 |
worst max-delay path by stage:
stage,slack (ps),endpoint,cells past startpoint,start
global route,340,PC[2],1,PC[2]$_SDFF_PP0_
finish,420,PC[2],1,PC[2]$_SDFF_PP0_
CTS,420,PC[2],1,PC[2]$_SDFF_PP0_
per-stage QoR:
| step | std cells | power [µW] | utilization (%) |
|---|---|---|---|
| after floorplan | 47 | 214.5 | - |
| after global placement | 102 | 228.6 | 16.96 |
| after detailed placement | 102 | 228.7 | 16.96 |
| after CTS | 106 | 400.6 | 18.02 |
| after global routing | 106 | 416.1 | 18.02 |
| final | 106 | 394.6 | 18.02 |
final cells by class:
cell class,count,share of cell area (%)
Clock buffer,4,5.894
Inverter,1,0.6098
Multi-Input combinational cell,34,33.74
Sequential cell,10,32.52
Tap cell,46,9.350
Timing Repair Buffer,11,17.89
Power figures rest on the tool's default switching activity, not on a simulated workload.
